===== ./design.v =====
`timescale 1ns / 1ps
module riscv_core (
    input wire clk,
    input wire rst_n,
    output reg [31:0] instr_addr,
    input wire [31:0] instr_data,
    output reg [31:0] data_addr,
    output reg [31:0] data_wdata,
    input wire [31:0] data_rdata,
    output reg data_we,
    output reg data_re,
    output wire [31:0] pc_debug
);
    reg [31:0] pc;
    assign pc_debug = pc;
    wire [6:0] opcode = instr_data[6:0];
    wire [4:0] rd = instr_data[11:7];
    wire [2:0] funct3 = instr_data[14:12];
    wire [4:0] rs1 = instr_data[19:15];
    wire [4:0] rs2 = instr_data[24:20];
    wire [6:0] funct7 = instr_data[31:25];
    wire [31:0] imm_i = {{20{instr_data[31]}}, instr_data[31:20]};
    wire [31:0] imm_u = {instr_data[31:12], 12'b0};
    reg [31:0] regs [0:31];
    wire [31:0] rs1_data = (rs1 == 0) ? 32'd0 : regs[rs1];
    wire [31:0] rs2_data = (rs2 == 0) ? 32'd0 : regs[rs2];
    reg [31:0] alu_a, alu_b;
    reg [3:0] alu_op;
    wire [31:0] alu_result;
    localparam ALU_ADD = 4'd0;
    localparam ALU_SUB = 4'd1;
    localparam ALU_AND = 4'd2;
    localparam ALU_OR = 4'd3;
    localparam ALU_XOR = 4'd4;
    assign alu_result = (alu_op == ALU_ADD) ? (alu_a + alu_b) :
                        (alu_op == ALU_SUB) ? (alu_a - alu_b) :
                        (alu_op == ALU_AND) ? (alu_a & alu_b) :
                        (alu_op == ALU_OR) ? (alu_a | alu_b) :
                        (alu_op == ALU_XOR) ? (alu_a ^ alu_b) : 32'd0;
    wire is_op_imm = (opcode == 7'b0010011);
    wire is_op = (opcode == 7'b0110011);
    wire is_lui = (opcode == 7'b0110111);
    wire reg_write = is_op_imm || is_op || is_lui;
    wire use_imm = is_op_imm || is_lui;
    always @(*) begin
        if (is_op_imm || is_op) begin
            case (funct3)
                3'b000: alu_op = (is_op && funct7[5]) ? ALU_SUB : ALU_ADD;
                3'b111: alu_op = ALU_AND;
                3'b110: alu_op = ALU_OR;
                3'b100: alu_op = ALU_XOR;
                default: alu_op = ALU_ADD;
            endcase
        end else begin
            alu_op = ALU_ADD;
        end
    end
    always @(*) begin
        if (is_lui) begin
            alu_a = 32'd0;
            alu_b = imm_u;
        end else if (is_op_imm) begin
            alu_a = rs1_data;
            alu_b = imm_i;
        end else begin
            alu_a = rs1_data;
            alu_b = rs2_data;
        end
    end
    always @(*) begin
        data_addr = alu_result;
        data_wdata = rs2_data;
        data_we = 1'b0;
        data_re = 1'b0;
    end
    wire [31:0] write_data = is_lui ? imm_u : alu_result;
    integer i;
    always @(posedge clk or negedge rst_n) begin
        if (!rst_n) begin
            pc <= 32'h80000000;
            for (i = 0; i < 32; i = i + 1)
                regs[i] <= 32'd0;
        end else begin
            pc <= pc + 4;
            if (reg_write && rd != 0) begin
                regs[rd] <= write_data;
            end
        end
    end
    always @(*) begin
        instr_addr = pc;
    end
endmodule

===== ./run.sh =====
#!/bin/bash
# OpenROAD 26Q1-2900-gdf79404cd8, Yosys 0.63+post, stock flow scripts
make -C /OpenROAD-flow-scripts/flow DESIGN_CONFIG=/design/flow/config.mk WORK_HOME=/design/flow/orfs finish

===== ./config.mk =====
export PLATFORM = sky130hd
export DESIGN_NAME = riscv_core
export DESIGN_NICKNAME = riscv_core
export VERILOG_FILES = /design/flow/design.v
export SDC_FILE = /design/flow/constraint.sdc
export NUM_CORES = 4
export LEC_CHECK = 1
export CORE_UTILIZATION = 50

===== ./constraint.sdc =====
current_design riscv_core

set clk_period 41.2
set clk_io_pct 0.2

create_clock -name clk0 -period $clk_period [get_ports {clk}]

set non_clock_inputs [all_inputs -no_clocks]
set_input_delay [expr $clk_period * $clk_io_pct] -clock clk0 $non_clock_inputs
set_output_delay [expr $clk_period * $clk_io_pct] -clock clk0 [all_outputs]

==> tab_implementation.tex <==
% Auto-generated results table
\begin{tabular}{lr}
\hline
Metric & Value \\
\hline
\multicolumn{2}{l}{\textbf{Global routing}} \\
\quad Remaining Overflow, GRT & 0 \\
\quad Antenna violations before repair & 12 \\
\quad Overall Global Routing Usage & 0.5468 \\
\quad Largest net degree at the start of global routing & 78 \\
\quad First-pass GRT wire length & 406.4 mm \\
\quad Vias in the first global route & 52620 \\
\multicolumn{2}{l}{\textbf{Synthesis}} \\
\quad Top comb family, area & AND-OR/OR-AND gates \\
\quad Unique masters post-synth & 85 \\
\quad Share of synthesized area occupied by flip-flops and latches & 0.4633 \\
\quad Area of the synthesized netlist per yosys stat & 0.05520 mm\^{}2 \\
\quad Number of synthesized register bits & 1022 \\
\quad Adder-cell share of the synthesized area & 0.02407 \\
\quad Leading register cell type out of synthesis & dfrtp\_1 \\
\quad Count of yosys warnings during synthesis & 2 \\
\quad Area of the mapped netlist & 0.05520 mm\^{}2 \\
\quad Synth async-reset ratio & 1.000 \\
\quad Cell count after synthesis & 6175 \\
\quad Xor+xnor area frac & 0.007299 \\
\quad Post-synth EDFFs & 0 \\
\quad Yosys Instances & 6175 \\
\quad Aoi share & 0.2681 \\
\quad Simple Share, Synth & 0.1388 \\
\quad Area fraction in mux cells & 0.04606 \\
\quad Mean instance size in the synthesized netlist & 8.939 um\^{}2 \\
\multicolumn{2}{l}{\textbf{Worst setup path}} \\
\quad Worst setup path class & primary input to output port \\
\quad Critical path launch point & instr\_data[22] \\
\quad Kind of start point of the critical path & primary input \\
\quad Reg-to-reg startpoint & regs[18][8]\$\_DFFE\_PN0P\_ \\
\quad Data arrival time of the critical path & 16.92 ns \\
\quad Critical Path RT & 32.96 ns \\
\quad CP endpoint kind & output port \\
\quad Worst-path maximum fanout & 21 \\
\multicolumn{2}{l}{\textbf{Clock network}} \\
\quad Cell chosen for the clock root & clkbuf\_16 \\
\quad Number of H-tree branching levels & 3 \\
\quad Insertion delay of the later-clocked pin in the worst-skew pair & 0.75 ns \\
\quad Setup bufs post-CTS & 0 \\
\quad Worst-case clock buffer depth & 3 \\
\quad Post-cts resize count & 0 \\
\quad TritonCTS clock tree & built \\
\quad Clock tree sinks & 1022 \\
\quad Clock transition at the registers of the reported paths & 0.06 ns \\
\quad CTS Buf Count & 110 \\
\quad Hold\_buf cts & 0 \\
\multicolumn{2}{l}{\textbf{Floorplan}} \\
\quad FP Util & 0.5057 \\
\quad Die height & 334.3 um \\
\quad I/O pin count & 196 \\
\quad Area of the die & 0.1117 mm\^{}2 \\
\quad Area of the placeable core & 0.1092 mm\^{}2 \\
\quad Number of core rows & 121 \\
\quad Floorplan die width & 334.3 um \\
\multicolumn{2}{l}{\textbf{Place}} \\
\quad Number of cells in the design after placement & 7455 \\
\quad Final HPWL DP & 176.5 mm \\
\quad Number of port buffers & 157 \\
\quad Placer Congestion & 1.022 \\
\multicolumn{2}{l}{\textbf{Hold path}} \\
\quad Hold crit path type & flip-flop to flip-flop \\
\quad Worst Min Path Start & pc[31]\$\_DFF\_PN1\_ \\
\multicolumn{2}{l}{\textbf{Route}} \\
\quad Antenna-violating nets left & 0 \\
\quad Number of iterations in the first detailed-routing pass & 12 \\
\quad Vias/cell & 7.193 \\
\quad Post-route DRC violation count & 0 \\
\quad Wirelength, routed & 292.0 mm \\
\quad Mean routed wirelength per cell & 38.06 um \\
\quad Vias post-DR & 55180 \\
\quad Initial DRC Count & 7381 \\
\multicolumn{2}{l}{\textbf{Cells and area}} \\
\quad Count of non-filler cells in the finished layout & 7671 \\
\quad Area Overhead vs Synth & 13.46\% \\
\quad Fraction of layout cells with a size suffix above 1 & 0.1254 \\
\quad End-of-flow core utilization & 0.5737 \\
\multicolumn{2}{l}{\textbf{Flow run}} \\
\quad OpenROAD warning count & 126 \\
\quad Number of violations of the max-capacitance limit & 0 \\
\multicolumn{2}{l}{\textbf{Timing}} \\
\quad Highest Clock Rate & 39.74 MHz \\
\quad Transition time at the pin with the least slew margin & 1.009 ns \\
\quad Final Hold Fails & 0 \\
\quad Slew margin rel. & 0.3251 \\
\quad Setup\_tns & 0 ns \\
\quad Worst-case hold slack & 0.5050 ns \\
\quad Final setup fails & 0 \\
\quad Period utilization & 0.6107 \\
\quad Final count of pins violating max slew & 0 \\
\quad Layout Skew & 0.03099 ns \\
\quad Post-layout minimum cycle time & 25.16 ns \\
\quad Unrepaired setup endpoints after global routing & no \\
\multicolumn{2}{l}{\textbf{Run status}} \\
\quad Run status & complete, no violations \\
\multicolumn{2}{l}{\textbf{Power and ir drop}} \\
\quad Power density over the cells & 35.89 mW/mm\^{}2 \\
\quad Final Power & 2.248 mW \\
\quad Max IR drop VDD & 37.75 uV \\
\quad Cell leakage power & 27.81 nW \\
\hline
\end{tabular}
## critical path, stage by stage
cell and delay (ns):
clkdlybuf4s50_1 0.94, or3b_2 0.83, nor2_4 0.73, buf_4 0.43
buf_4 0.48, a22oi_1 0.13, nand3_1 0.13, nor3_1 0.06
a21oi_1 0.68, a21oi_1 0.16, or2_2 0.33, ha_1 0.60
clkinv_1 0.49, nor3_1 0.48, nand2_1 0.20, a2111oi_0 0.32
nor2_1 0.08, o211ai_1 0.19, buf_4 0.33, inv_1 0.31
nand2_1 0.21, clkdlybuf4s50_1 0.49
## path summary, 6_finish.rpt
kind | end | slack [ns] | cells after the start
setup / recovery | data_addr[31] | 16.04 | 22
hold / removal | pc[31]$_DFF_PN1_ | 0.51 | 1
setup reg to reg | regs[18][23]$_DFFE_PN0P_ | 35.05 | 16
hold reg to reg | pc[31]$_DFF_PN1_ | 0.51 | 1
max in group asynchronous | regs[1][24]$_DFFE_PN0P_ | 30.31 | 5
min in group asynchronous | pc[8]$_DFF_PN0_ | 7.45 | 1
## routing by layer
metal | part of all wire | vias to the layer above | wire length (um) | global-route usage
li1 | - | 22440 | - | -
met1 | 0.35 | 26380 | 102800 | 0.7001
met2 | 0.38 | 4722 | 110300 | 0.6869
met3 | 0.18 | 1600 | 52000 | 0.3564
met4 | 0.090 | 34 | 26310 | 0.3357
met5 | 0.0018 | - | 514 | 0.04038
## registers in the layout, summed over array words and instances (netlist names)
signal  count
regs      992
pc         30
## Yosys cell counts, drive strengths merged (5+ instances only)
cell	instances	area, um^2
a21o	42	315.3
nand3b	9	67.56
o211ai	13	97.59
a211o	5	43.79
a221o	8	80.08
nand2	1056	3971
mux2	191	2162
nor4	14	93.84
clkbuf	536	2013
or2	19	118.9
a21oi	239	1196
buf	77	488.0
o21ai	853	4269
o21a	10	75.07
o31a	5	43.79
or3b	6	52.55
inv	100	375.4
nor3	106	535.5
nand4	83	519.3
and2	20	125.1
xnor2	37	324.1
o22ai	21	131.4
o221a	6	67.56
a221oi	82	718.2
xor2	9	78.83
nand3	152	760.7
o221ai	8	70.07
a311oi	6	58.80
a22o	77	674.4
o31ai	39	292.8
or4	5	45.04
a222oi	66	660.6
nor2b	15	93.84
a31oi	24	156.4
and3	9	56.30
a22oi	704	5285
nand2b	23	151.4
nor2	242	908.4
a211oi	17	132.6
ha	103	1289
dfrtp	1021	25550
or3	18	112.6
mux2i	38	380.4
o21bai	14	105.1
## final cells by class
type	count	area, um^2
sequential	1022	25580
timing repair buffer	412	3481
clock inverter	31	521.8
antenna	17	42.54
clock buffer	168	3242
multi-input combinational	4444	27540
tap	1476	1847
fill	9541	46530
inverter	101	379.1
## power breakdown
part | leakage, nW | switching [mW] | internal, mW
logic | 11.7 | 0.143 | 0.0444
registers | 14.3 | 0.00758 | 1.01
clock network | 1.82 | 0.441 | 0.600
## placed cells by master, fill, tap and decap left out, types with 16 or more instances in the layout
cell,count
a221oi_1,82
and2_1,18
or2_2,17
ha_1,103
a21o_1,42
clkbuf_1,32
a31oi_1,22
a222oi_1,66
nand2_1,1024
clkbuf_8,25
buf_4,255
a211oi_1,16
a22oi_1,704
xnor2_1,37
nand3_1,151
o31ai_1,38
o22ai_1,19
o21ai_0,850
dfrtp_1,1021
nand2b_1,20
a22o_1,77
nor2_4,61
nand2_4,27
clkdlybuf4s50_1,154
mux2_2,188
nor3_1,101
nand4_1,83
inv_1,100
mux2i_1,34
diode_2,17
clkbuf_16,111
or3_1,17
nor2_1,179
a21oi_1,238
## per-stage QoR
step	cell area (um^2)	setup WS, ns
6_report	62630	16.04
5_1_grt	62590	16.14
4_1_cts	62590	16.59
3_5_place_dp	58820	16.64
3_3_place_gp	58820	16.63
2_1_floorplan	55220	20.29
## kinds of logic (layout without fill, tap and decap cells)
| logic type | after synthesis | count (layout) |
|---|---|---|
| AOI/OAI and AO/OA | 2275 | 2275 |
| and+or+nand+nor | 1783 | 1783 |
| DFF | 1022 | 1022 |
| buffers and inverters | 714 | 712 |
| muxes | 229 | 229 |
| adders and majority gates | 105 | 105 |
| xor gates and xnor gates | 46 | 46 |
| other | 1 | 23 |
No activity file was given, so power comes from the tool's default toggle rates.
